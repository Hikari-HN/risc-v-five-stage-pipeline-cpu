[flow/design.v]
`timescale 1ns / 1ps
module alu #(
    parameter DATA_WIDTH    = 32,
    parameter OPCODE_LENGTH = 4
)(
    input  logic[DATA_WIDTH - 1 : 0]    operand_a,
    input  logic[DATA_WIDTH - 1 : 0]    operand_b,
    input  logic[OPCODE_LENGTH - 1 : 0] alu_ctrl,    
    output logic[DATA_WIDTH - 1    : 0] alu_result,
    output logic                        zero
);
    logic [31:0] s;
    logic signed [31:0] signed_s, signed_operand_a, signed_operand_b;
    assign signed_operand_a = $signed(operand_a);
    assign signed_operand_b = $signed(operand_b);
    assign signed_s = $signed(signed_operand_a - signed_operand_b);
    assign s = operand_a - operand_b;
    assign zero = (s == 32'b0)? 1'b1 : 1'b0;
    always_comb
        case (alu_ctrl)
            4'b0000: alu_result = operand_a + operand_b;                                  
            4'b0001: alu_result = operand_a - operand_b;                                  
            4'b0010: alu_result = operand_a | operand_b;                                  
            4'b0011: alu_result = operand_a & operand_b;                                  
            4'b0100: alu_result = {31'b0, signed_s[31]};                                  
            4'b0101: alu_result = (operand_a == operand_b)? 32'b1 : 32'b0;                
            4'b0110: alu_result = (operand_a != operand_b)? 32'b1 : 32'b0;                
            4'b0111: alu_result = (signed_operand_a < signed_operand_b)? 32'b1 : 32'b0;   
            4'b1000: alu_result = (signed_operand_a >= signed_operand_b)? 32'b1 : 32'b0;  
            4'b1001: alu_result = (operand_a < operand_b)? 32'b1 : 32'b0;                 
            4'b1010: alu_result = (operand_a >= operand_b)? 32'b1 : 32'b0;                
            4'b1011: alu_result = 32'b1;                                                  
            4'b1100: alu_result = operand_a ^ operand_b;                                  
            default: alu_result = 32'b0;
        endcase
endmodule
[flow/run.sh]
#!/bin/bash
# OpenROAD 26Q1-2900-gdf79404cd8, Yosys 0.63+post, stock flow scripts
make -C /OpenROAD-flow-scripts/flow DESIGN_CONFIG=/design/flow/config.mk WORK_HOME=/design/flow/orfs finish
[flow/config.mk]
export PLATFORM = sky130hd
export DESIGN_NAME = alu
export DESIGN_NICKNAME = alu
export VERILOG_FILES = /design/flow/design.v
export SDC_FILE = /design/flow/constraint.sdc
export NUM_CORES = 4
export LEC_CHECK = 1
export CORE_UTILIZATION = 30
[flow/constraint.sdc]
current_design alu

set clk_period 15.7
set clk_io_pct 0.2

create_clock -name clk0 -period $clk_period

set non_clock_inputs [all_inputs -no_clocks]
set_input_delay [expr $clk_period * $clk_io_pct] -clock clk0 $non_clock_inputs
set_output_delay [expr $clk_period * $clk_io_pct] -clock clk0 [all_outputs]
==> impl_metrics.yaml <==
# physical design summary
route:
  drt_pre_antenna_iters: 6
  vias: 6424
  wl_per_cell_um: 17.0
  antennaDiodeCount: 0
  ant_nets: 0
  drc: 0
  drt-initial-drc-count: 558
  viasPerCell: 5.58
  drt-total-wl_um: 19600
placed_design:
  dp.final_hpwl_um: 15700
  io_buffers: 101
  gp_congestion: 0.925
global_routing:
  grt_pass1_wl_um: 31200
  track_usage_pct: 21.2
  first_global_vias: 5985
  antenna_found_initial: 0
  grtUsageMet3_pct: 2.74
  use_met2_pct: 34.0
  grt.met1_usage_pct: 30.5
  grt_max_degree: 32
  grt-busiest-layer: "met2"
  overflow: 0
clock_network:
  post_cts_buffers: 0
  cts_hold_buf: 0
  cts_resized: 0
yosys:
  mux_share_pct: 0.929
  synth_cells: 856
  yosysUniqueCellTypes: 73
  yosys-stat-area_um2: 5520
  synth_seq_share_pct: 0
  yosys.area_share.adder_pct: 22.5
  xor_share_pct: 4.28
  avgSynthCellArea_um2: 6.45
  ys_top_logic_family: "AND-OR/OR-AND gates"
  yosysWarnings: 1
  ys_cells: 856
  simple_gate_share_pct: 23.4
  synth_area_um2: 5520
  synth-compound-area-share_pct: 38.5
sta:
  rsz0062_at_grt: "false"
  fin_crit_sh_pct: 72.1
  fin_hold_ws_ns: 7.43
  period_needed_ns: 11.32
  tightestPinTransition_ns: 0.841
  hold_viol_final: 0
  fmax_mhz: 88.4
  fin_tns_setup_ns: 0
  slew_headroom_pct: 42.5
  setup_viol: 0
  drv_slew: 0
worst_setup_path:
  crit_chain: "clkdlybuf4s50_1 > inv_1 > ha_1 > or2_4 > nor3_2 > nor4_1 > a222oi_1 > o2111ai_1 > or4b_1 > or4_1 > or4_1 > nor4_1 > nor4b_2 > clkdlybuf4s50_1"
  arrival_ns: 8.18
  cp_max_fo: 12
  worstSetupStartpointType: "input pin"
  critPathKind: "in2out"
  crit_path_end_kind: "output pin"
  cp.required_ns: 12.56
  cpMaxStageDelayCell: "or4_1"
  slowest_delay_ns: 0.54
floorplan:
  ios: 101
  initCoreUtil_pct: 30.6
  dieHeight_um: 138
  die_x_um: 138
  die_area_um2: 18900
  core_area_um2: 18000
  num_rows: 49
layout:
  combGateArea_um2: 4960
  final.fill_count: 1950
  n_clock_buffer: 0
  synthToLayoutAreaGrowth_pct: 21.9
  drive_gt1_share_pct: 4.23
  design.seq.count: 0
  seq_area_um2: 0
power_and_ir_drop:
  p_leak_nw: 2.93
  p_per_area_nw_per_um2: 35.5
  ir_drop_v: 0.0000145
run_status:
  status: "completed"
job:
  warning_count: 96
  maxCapViolCount: 0
worst_hold_path:
  min_path_type: "in2out"
  hold_depth: 5
## cell usage in the layout, fill, tap and decap left out, types with 6 or more instances in the layout
master,netlist,layout
a21oi_1,79,79
o2111ai_1,6,6
o31ai_1,6,6
or3_1,10,10
ha_1,96,96
nand2b_1,9,9
nand3_1,22,22
inv_1,93,93
o22ai_1,10,10
nor4_1,8,7
buf_4,0,13
a21o_1,17,17
clkdlybuf4s50_1,0,101
o21ai_0,66,66
nand2_1,50,50
nand4_1,7,7
nor2b_1,19,19
nor3_1,26,25
a22oi_1,7,7
or4_1,6,6
a221oi_1,16,16
nor2_1,82,82
o211ai_1,11,11
a211oi_1,14,14
xnor2_1,24,24
o221ai_1,8,8
o21bai_1,16,16
## power breakdown
| part | total (mW) | switching (mW) | internal [mW] |
|---|---|---|---|
| clock | 0 | 0 | 0 |
| combinational | 0.239 | 0.135 | 0.104 |
| sequential | 0 | 0 | 0 |
## logic make-up after synthesis
family,count (synthesis)
fa+ha+maj,98
buf+inv,146
compound gates,318
mux,5
simple gates,262
xor+xnor,27
## metrics by stage
stage | util (%) | power [mW] | cells | setup WS (ns) | area, um^2
finish | 37.3 | 0.239 | 1152 | 4.38 | 6730
global route | 37.3 | 0.265 | 1152 | 4.10 | 6730
CTS | 37.3 | 0.237 | 1152 | 4.38 | 6730
detailed placement | 37.3 | 0.235 | 1152 | 4.39 | 6730
global placement | 37.3 | 0.236 | 1152 | 4.49 | 6730
floorplan | - | 0.152 | 856 | 6.07 | 5520
## critical path, delay by kind of cell
kind | cells | cell delay, ns
adders and majority gates | 1 | 0.44
buffers and inverters | 3 | 1.07
AOI/OAI and AO/OA | 2 | 0.53
and+or+nand+nor | 8 | 2.98
## synthesized netlist by cell type, types with 11 or more instances
cell type	n	area [um^2]
o21ai_0	66	330
nand2_1	50	188
inv_1	93	349
xnor2_1	24	210
nand3_1	22	110
o211ai_1	11	82.6
o21bai_1	16	120
a221oi_1	16	140
clkbuf_1	37	139
nor2b_1	19	119
a21o_1	17	128
nor2_1	82	308
a21oi_1	79	395
nor3_1	26	130
a211oi_1	14	105
ha_1	96	1200
## final cells by class
cell class	instances	area share, %
inverter	99	5.52
tap	229	4.26
timing repair buffer	114	16.5
multi-input combinational	710	73.7
## metal layers
| metal | up-vias | part of all wire, % |
|---|---|---|
| met4 | 0 | 1.3 |
| li1 | 3258 | - |
| met5 | - | 0 |
| met1 | 2948 | 48 |
| met2 | 198 | 45 |
| met3 | 20 | 6.0 |
## worst paths after layout
check                          from             to  slack [ns]
worst max-delay path  operand_a[19]           zero        4.38
worst min-delay path   operand_b[4]  alu_result[4]        7.43
No activity file was given, so power comes from the tool's default toggle rates.
