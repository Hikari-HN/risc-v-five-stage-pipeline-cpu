==> ./design.v <==
`timescale 1ns / 1ps
module mux4 #(
    parameter WIDTH = 32
)(
    input logic [WIDTH-1:0] d00, d01, d10, d11,
    input logic [1:0] s,
    output logic [WIDTH-1:0] y
);
assign y = (s==2'b11) ? d11 : (s==2'b10) ? d10 : (s==2'b01) ? d01 : d00;
endmodule
==> ./run.sh <==
#!/bin/bash
# OpenROAD 26Q1-2900-gdf79404cd8, Yosys 0.63+post, stock flow scripts
make -C /OpenROAD-flow-scripts/flow DESIGN_CONFIG=/design/flow/config.mk WORK_HOME=/design/flow/orfs finish
==> ./config.mk <==
export PLATFORM = sky130hd
export DESIGN_NAME = mux4
export DESIGN_NICKNAME = mux4
export VERILOG_FILES = /design/flow/design.v
export SDC_FILE = /design/flow/constraint.sdc
export NUM_CORES = 4
export LEC_CHECK = 1
export CORE_AREA = 10 10 77 77
export DIE_AREA = 0 0 87 87
==> ./constraint.sdc <==
current_design mux4

set clk_period 5.2
set clk_io_pct 0.2

create_clock -name clk0 -period $clk_period

set non_clock_inputs [all_inputs -no_clocks]
set_input_delay [expr $clk_period * $clk_io_pct] -clock clk0 $non_clock_inputs
set_output_delay [expr $clk_period * $clk_io_pct] -clock clk0 [all_outputs]
==> Slide: Implementation Results <==
Physical Implementation Snapshot

Timing
  • Setup WS post-layout: 1.06 ns
  • Worst slew margin relative to its limit: 0.603
  • Setup violation total in the final timing report: 0
  • Final min period: between 4 and 5 ns
  • Setup TNS: 0 ns
  • Final count of pins violating max slew: 0
  • Max Freq: 242 MHz
  • Actual slew at the worst max-slew pin: ~0.59 ns
  • Final worst path period share: 0.795
  • Final hold violation count: 0
  • RSZ-0062 raised after global routing: false

Critical path
  • Worst EP arrival: roughly 3.1 ns
  • Category of the worst setup path launch point: input port
  • Required @ worst endpoint: 4.16 ns
  • Timing endpoint of the critical path: y[11]
  • Setup crit start: s[1]
  • Worst setup path category: input port to output port
  • Highest fanout seen on the critical path: 21
  • Crit path capture type: output port

Placement
  • Post-placement cell area: 2430 um2
  • Last weighted congestion value of the routability-driven placer: 0.773
  • Dpl hpwl: 5.73 mm
  • I/O Buffers: between 150 and 200
  • Worst setup timing slack at the placement stage: ~1.1 ns
  • Number of placed cells counting well taps: approximately 250

Detailed routing
  • Overall routed net length: between 6 and 7 mm
  • Number of remaining DRC errors: 0
  • Vias per cell: 4.62
  • 1st-iter DRT viols: 20
  • Via count: about 1.2k
  • Count of nets left with antenna violations after detail routing: 0
  • Drt first pass iters: 4
  • Routed length per placed instance: approximately 25 um

Floorplan
  • Chip Width: about 87 um
  • Standard-cell rows: 24
  • Core utilization before placement: 0.187
  • Die height: just under 90 um
  • Placeable core area: 4350 um2
  • Die outline area: approximately 7600 um2
  • I/O pins: approximately 160

Finish
  • Final non-filler cell area: about 2400 um2
  • FF/Latch Area: 0 um2
  • Layout Area Growth over Synthesis: 199%
  • # clk buffers: 0
  • Most frequently placed logic cell in the final layout: clkdlybuf4s50_1
  • Filler Cells Inserted: between 300 and 400
  • Leading cell types in the layout, fill and taps excluded: clkdlybuf4s50_1, mux4_2, buf_4
  • Layout cell share with drive strength beyond 1: 0.173
  • Area of the multi-input gates: around 730 um2
  • Number of sequential cells: 0
  • Post-layout instance count excluding filler cells: approximately 250

Global route
  • Global-route wire length before repair: 8.30 mm
  • Vias in the first global route: 1316
  • Initial antenna violation count: 0
  • Tot GR Track Use: 0.151
  • Pin count of the biggest net entering global routing: 22
  • GRT overflow: 0

Worst hold path
  • Min-delay worst type: input port to output port

Synth
  • Seq share, synth: 0
  • Yosys warnings: 0
  • Yosys stat area: slightly above 800 um2
  • Leading area contributor after synthesis: mux4_2
  • Number of cells in Yosys stat: 39
  • Average size of a mapped cell: roughly 21 um2
  • Distinct cell type count after synthesis: 5
  • Top cells, area: mux4_2, buf_12, mux4_1, buf_2, buf_6
  • Yosys top cell area share: 0.829
  • Mapped Cells: 39
  • Post-synthesis cell area: ~810 um2

Flow run
  • Maximum Capacitance Violations: 0
  • Tool warnings: 33

Power and ir drop
  • Leakage: 0.860 nW
  • Pwr Total: 0.000202 W
  • PwrDens: 83.1 nW/um2
  • VDD IR max: between 0.04 and 0.05 mV

Clocking
  • Buffers inserted by post-CTS timing repair: 0
  • Number of buffers inserted by hold repair at cts: 0
  • Number of gates resized after cts: 0

Status
  • Result of the run: finished, final reports clean
## worst max-delay path, cell delays in order
cell and delay (ns):
clkdlybuf4s50_1 0.85, buf_4 0.40, mux4_2 0.34, clkdlybuf4s50_1 0.46
## layout make-up
type | instances | share of cell area
Antenna cell | 1 | 0.00103
Multi-Input combinational cell | 32 | 0.299
Tap cell | 52 | 0.0267
Timing Repair Buffer | 165 | 0.673
## power breakdown
group | switching [W] | internal, W | total [W]
Sequential | 0 | 0 | 0
Clock | 0 | 0.0000000000258 | 0.0000000000258
Combinational | 0.0000384 | 0.000164 | 0.000202
Total | 0.0000384 | 0.000164 | 0.000202
## logic make-up (layout without fill, tap and decap cells)
group        after synthesis  in the layout  share of synthesized area
other cells                0              1                          0
buf+inv                    7            165                      0.106
mux                       32             32                      0.894
## synthesized netlist by cell type
master	number
buf_12	3
buf_2	3
buf_6	1
mux4_1	2
mux4_2	30
## routing by layer
metal,part of all wire,track usage,vias up
met4,0,0.0103,0
met1,0.30,0.159,571
met5,0,0,-
li1,-,-,525
met3,0.098,0.0547,0
met2,0.60,0.290,60
## how the worst min path moves through the flow
stage                 startpoint    to  slack, ns  cells after the start
after CTS                   s[0]  y[1]       3.16                      4
final                       s[0]  y[1]       3.14                      4
after global routing        s[0]  y[1]       3.21                      4
## per-stage QoR
step            util  hold WS [ns]
2_1_floorplan      -          2.17
3_3_place_gp   0.559          3.16
3_5_place_dp   0.559          3.16
4_1_cts        0.559          3.16
5_1_grt        0.559          3.21
6_report       0.559          3.14
Power and IR drop assume default switching activity.
