==> flow/design.v <==
`timescale 1ns / 1ps
module BranchUnit #(
        parameter PC_W = 9
)(
    input  logic [PC_W - 1:0]  cur_pc,
    input  logic [31:0]        imm,
    input  logic               jalr_sel,
    input  logic               branch_taken,     
    input  logic [31:0]        alu_result,
    output logic [31:0]        pc_plus_imm,      
    output logic [31:0]        pc_plus_4,        
    output logic [31:0]        branch_target,    
    output logic               pc_sel
);
    logic [31:0] pc;
    assign pc = {23'b0, cur_pc};
    always_comb
    begin
        pc_plus_4 = pc + 32'd4;
        pc_plus_imm = pc + imm;
        pc_sel = jalr_sel | (branch_taken & alu_result[0]);
        if (jalr_sel == 1'b1)
            branch_target = alu_result & 32'hfffffffe;  
        else
            branch_target = pc + (imm << 1);  
    end
endmodule
==> flow/run.sh <==
#!/bin/bash
# OpenROAD 26Q1-2900-gdf79404cd8, Yosys 0.63+post, stock flow scripts
make -C /OpenROAD-flow-scripts/flow DESIGN_CONFIG=/design/flow/config.mk WORK_HOME=/design/flow/orfs finish
==> flow/config.mk <==
export PLATFORM = sky130hd
export DESIGN_NAME = BranchUnit
export DESIGN_NICKNAME = BranchUnit
export VERILOG_FILES = /design/flow/design.v
export SDC_FILE = /design/flow/constraint.sdc
export NUM_CORES = 4
export LEC_CHECK = 1
export CORE_UTILIZATION = 30
==> flow/constraint.sdc <==
current_design BranchUnit

set clk_period 9.5
set clk_io_pct 0.2

create_clock -name clk0 -period $clk_period

set non_clock_inputs [all_inputs -no_clocks]
set_input_delay [expr $clk_period * $clk_io_pct] -clock clk0 $non_clock_inputs
set_output_delay [expr $clk_period * $clk_io_pct] -clock clk0 [all_outputs]
==> reports/writeup.txt <==
The clock period could shrink to 7020 ps. Routability-driven placement finished with a final weighted congestion of 0.864. For the final-report hold violation count, the log shows 0. The global-route wire length before repair was 14000 µm; the number of warning messages in the logs was 32. The final HPWL from detailed placement was 7140 µm; the area added between synthesis and finish was 62.8%. Looking at the setup timing report, the critical path kind is input port to output port. Based on the critical path, the design can be clocked at up to 142 MHz. The netlist uses 54 different library cells.

Per the post-run analysis, buffers plus inverters along the critical path come to 3. The pre-antenna-repair detailed-routing pass consisted of 4 iterations. Entering global routing, the biggest net connects 63 pins. Synthesis produced a netlist whose cell count is 335. The die outline area is 8140 µm². The post-cts sizing count is 0, and the number of port buffers is 150. For this run the aggregate overflow at the end of global routing stands at 0. The logs give 155 for the violation count after the first detailed-routing iteration and 0% for the sequential share of the synthesized area. Summed over all failing endpoints, the final setup total negative slack is 0 ps.

The routed design shows a wire length per standard cell of 15.2 µm. The number of flip-flops and latches is 0, and the number of I/O pins is 172. The tally of non-filler cells in the final layout came out at 568. Total routed wire length on the met1 layer: 4370 µm. The instance area after placement is 3800 µm². The number of antenna diodes in the final layout is 0. Worst-margin pin slew: 765 ps.

Per the OpenROAD floorplan log, the width of the die is 90.2 µm. The worst setup path is captured at an output port. Headroom to the max-slew limit came out at 48.8%.

Of the cells placed in the final design, the portion with a size suffix greater than 1 is 5.33%. The number of global-route vias before repair was 2576; the final design instance area without fill was 3800 µm². The critical-path cell with the highest stage delay was a2111oi_0. Number of antenna violations at the first check in global routing: 0. The floorplan-stage core utilization was 31.7%. The run finished with clean final reports. Grouping stages by cell kind, the critical path spends the most delay in AND-OR/OR-AND gates. The longest incremental delay of any stage on the critical path is reported as 640 ps. The type recorded for the worst min-delay path is input port to output port.

The detailed-routed wire length on met2 came out at 3560 µm. The end-of-flow timing check tallies setup violations at 0. Setup repair after global routing left no endpoint under its margin. Per the detail_route report, vias per standard cell equal 4.94. The cell that appears most often on the critical path is clkdlybuf4s50_1. Per the repair_timing log after CTS, setup buffers inserted total 0.

Across the whole layout, storage elements account for 0 µm². In the global route stage, overall resource usage came out at 21.2%. The post-synthesis average cell area is 6.97 µm², and the largest fanout on the critical path is 9. Across the VDD grid, the largest voltage drop is 0.0236 mV.

The synth_stat.txt file lists the number of cells as 335. Total vias in the final route: 2805. The count of clock-net buffers in the final layout was 0; the final cycle utilization of the critical path was 73.9%. The signal on the critical path passes through clkdlybuf4s50_1 > ha_1 > inv_1 > fa_1 > nand2b_1 > a21oi_1 > o21ai_2 > a2111oi_0 > xnor2_1 > o21ai_1 > clkdlybuf4s50_1. STA classifies the critical path startpoint as an input port. The arrival time reported for the critical path endpoint is 5120 ps, and the required time of the critical path is 7600 ps.

The logs give 673 µm for the routed length on met3 and 568 for the instance count after placement with tap cells included. After detailed routing, no signal wire sits above met4. The tools report the final count of pins violating max slew as 0.

The tools report the count of nets left with antenna violations after detail routing as 0. The floorplan step defined a core boundary enclosing 7370 µm². The leakage power total is 1.44 nW, and the reported max-cap violation count is 0. The total of warnings raised by yosys came out at 1. The overall die height is 90.2 µm. The run gives 8660 µm as the final wirelength. The power per cell area came out at 48.6 nW/µm². The chip area line in the Yosys stat output reads 2330 µm². The number of hold buffers added after CTS was 0. The synthesized area came out at 2330 µm².

The run gives 0 for the final routed DRC violation total. The report lists the number of standard-cell rows as 31.
[final cells by class]
| class | instances | area, µm² |
|---|---|---|
| well taps | 99 | 124 |
| multi-input cells | 311 | 2140 |
| inverters | 6 | 22.5 |
| repair buffers | 152 | 1510 |
| fillers | 735 | 3570 |
[cell families (layout without fill, tap and decap cells)]
group	count (synthesis)	count (layout)	synth area share, %
compound gates	82	82	24.5
xor+xnor	58	58	21.8
fa+ha+maj	20	20	11.4
buf+inv	45	158	11.6
mux	2	2	0.965
other cells	1	22	0.161
simple gates	127	127	29.7
[cell usage after synthesis, types with 7 or more instances]
cell	n	area share [%]
nand3_1	12	2.6
xor2_1	33	12
ha_1	18	9.7
nor2_1	19	3.1
a21o_1	7	2.3
o21ai_0	25	5.4
a21oi_1	9	1.9
o31a_1	7	2.6
buf_4	25	8.0
clkbuf_1	8	1.3
xnor2_1	25	9.4
nand4_1	8	2.1
nand2_1	42	6.8
[layout by cell type (no fill, tap or decap), drive strengths merged, types with 3 or more instances in the layout]
cell type	instances
nand2	43
clkdlybuf4s50	149
o31a	7
inv	6
o211ai	5
a31oi	3
conb	22
and4	4
o21ai	31
nor4	4
ha	18
nand2b	6
a21o	7
nor2b	3
a211oi	3
nor2	20
xor2	33
nand4	10
nand3	13
o21a	3
a2111oi	5
a21oi	9
nor3	8
and3	9
xnor2	25
buf	3
[through the flow]
step           utilization [%]  power (mW)  worst slack [ps]  hold WS [ps]
6_report                  51.6       0.185              2480          4660
5_1_grt                   51.6       0.203              2280          4690
4_1_cts                   51.6       0.186              2530          4670
3_5_place_dp              51.6       0.184              2530          4660
3_3_place_gp              51.6       0.186              2630          4670
2_1_floorplan                -      0.0763              3900          3830
[per-layer routing]
| layer | track usage (%) | vias to the layer above |
|---|---|---|
| li1 | - | 1421 |
| met1 | 34.2 | 1250 |
| met2 | 31.1 | 130 |
| met3 | 2.49 | 4 |
| met4 | 1.34 | 0 |
| met5 | 0 | - |
[report_power, final]
group | internal [mW] | switching (mW)
Combinational | 0.110 | 0.0747
Clock | 0 | 0
Sequential | 0 | 0
Total | 0.110 | 0.0747
[final timing paths]
check	from	to	slack (ps)	cells after the start
max	cur_pc[1]	branch_target[19]	2480	11
min	cur_pc[0]	pc_plus_4[0]	4660	2
Power is estimated from default activity; no workload was simulated.
